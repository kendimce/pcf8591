==> /design/flow/design.v <==
module i2c(SCLK,clk,SDA,DATA_FROM_SENSOR);
input clk;
inout reg SDA;
output SCLK;
localparam OP_STAND_BY=0;
localparam OP_START=1;
localparam OP_ADDRESS=2;
localparam OP_CODE=0;				 
localparam OP_ACK=3;	
localparam OP_REG = 4;
localparam OP_READ_DATA=5;
localparam OP_BEFORE_STOP=8;
localparam OP_STOP=9;
reg [6:0] slave_address;
reg [5:0] state;  
reg [6:0] ADDR;
reg [7:0] INTERNAL_REG;
output reg [7:0] DATA_FROM_SENSOR;
reg operation;
integer count;
integer clock_counter;		 
integer read_enable;
reg clk_enable;
reg sclk_enable;
	initial
	begin
	slave_address<=7'h48; 
	INTERNAL_REG <=8'h03;
	DATA_FROM_SENSOR<=0;
	clock_counter<=0;
	sclk_enable<=0;
	clk_enable<=0;
	state<=OP_STAND_BY;
	read_enable<=0;
	end
	always@(posedge clk)
	begin
			if(clock_counter==124)
			begin
				clk_enable<=~clk_enable;
				clock_counter<=0;
			end
			else
			begin
				clock_counter<=clock_counter+1;
			end
	end
	always @(negedge clk_enable)
	begin
			if((state==OP_START) || (state==OP_STAND_BY) || (state==OP_STOP))
			begin
			sclk_enable<=0;
			end
			else
			begin
			sclk_enable<=1;
			end
	end
	assign SCLK = (sclk_enable==0) ? 1: ~clk_enable;
	always @(posedge clk_enable)
	begin		
			case(state)
					OP_STAND_BY:		 
					begin
							SDA<=1;
							state<=OP_START;
					end
					OP_START:		 
					begin
							SDA<=0;
							state<= OP_ADDRESS;
							count<=6;
					end
					OP_ADDRESS:
					begin
							if(count>=0 )
							begin
								SDA <= slave_address[count];   
								count<=count-1;
							end
							else
							begin
									if(read_enable == 1)
									begin
												SDA<=~OP_CODE;  		 
												state<=OP_ACK;
									end
									else
									begin
												SDA<=OP_CODE;  		 
												state<= OP_ACK;
									end
							end
					end
					OP_ACK:
					begin	
							SDA<=1'bz;
							count<=7;
							if(read_enable ==1 )
								state<=OP_READ_DATA;
							else
								state<=OP_REG;
					end
					OP_REG:
					begin
							if(count>=0)
							begin
									SDA <= INTERNAL_REG[count];   
									count<=count-1;
							end
							else
							begin
									SDA<=1'bz;    
									read_enable <=1;
									state<=OP_STAND_BY;
							end
					end
					OP_READ_DATA:
					begin
						if(count>=0)
						begin
								 DATA_FROM_SENSOR[count]<=SDA;
								 count<=count-1;
						end
						else
						begin
								SDA<=0;
								state<=OP_STOP;
						end
					end
					OP_STOP:
					begin		
							state<=OP_STAND_BY;
					end
		endcase
	end
	endmodule
module result(clk,incoming_data,LED_out_first,LED_out_second,LED_out_third,LED_out_fourth);
input clk;
input [7:0] incoming_data;
output reg[6:0] LED_out_first,LED_out_second,LED_out_third,LED_out_fourth;  
reg [3:0] LED_BCD [3:0];  
always @(posedge clk)
begin
		LED_BCD[0]<=incoming_data[3:0];
		LED_BCD[1]<=incoming_data[7:4];
end
always @(*)
begin
 case(LED_BCD[0])
 4'b0000: LED_out_first = 7'b1000000;  
 4'b0001: LED_out_first = 7'b1111001;  
 4'b0010: LED_out_first = 7'b0100100;  
 4'b0011: LED_out_first = 7'b0110000;  
 4'b0100: LED_out_first = 7'b0011001;  
 4'b0101: LED_out_first = 7'b0010010;  
 4'b0110: LED_out_first = 7'b0000010;  
 4'b0111: LED_out_first = 7'b1111000;  
 4'b1000: LED_out_first = 7'b0000000;  
 4'b1001: LED_out_first = 7'b0010000;  
 4'b1010: LED_out_first = 7'b0001000;  
 4'b1011: LED_out_first = 7'b0000011;  
 4'b1100: LED_out_first = 7'b1000110;  
 4'b1101: LED_out_first = 7'b0100001;  
 4'b1110: LED_out_first = 7'b0000110;  
 4'b1111: LED_out_first = 7'b0001110;  
 default: LED_out_first = 7'b1000000;  
 endcase
end
always @(*)
begin
 case(LED_BCD[1])
 4'b0000: LED_out_second = 7'b1000000;  
 4'b0001: LED_out_second = 7'b1111001;  
 4'b0010: LED_out_second = 7'b0100100;  
 4'b0011: LED_out_second = 7'b0110000;  
 4'b0100: LED_out_second = 7'b0011001;  
 4'b0101: LED_out_second = 7'b0010010;  
 4'b0110: LED_out_second = 7'b0000010;  
 4'b0111: LED_out_second = 7'b1111000;  
 4'b1000: LED_out_second = 7'b0000000;  
 4'b1001: LED_out_second = 7'b0010000;  
 4'b1010: LED_out_second = 7'b0001000;  
 4'b1011: LED_out_second = 7'b0000011;  
 4'b1100: LED_out_second = 7'b1000110;  
 4'b1101: LED_out_second = 7'b0100001;  
 4'b1110: LED_out_second = 7'b0000110;  
 4'b1111: LED_out_second = 7'b0001110;  
 default: LED_out_second = 7'b1000000;  
 endcase
end
always @(*)
begin
 case(LED_BCD[2])
 4'b0000: LED_out_third = 7'b1000000;  
 4'b0001: LED_out_third = 7'b1111001;  
 4'b0010: LED_out_third = 7'b0100100;  
 4'b0011: LED_out_third = 7'b0110000;  
 4'b0100: LED_out_third = 7'b0011001;  
 4'b0101: LED_out_third = 7'b0010010;  
 4'b0110: LED_out_third = 7'b0000010;  
 4'b0111: LED_out_third = 7'b1111000;  
 4'b1000: LED_out_third = 7'b0000000;  
 4'b1001: LED_out_third = 7'b0010000;  
 4'b1010: LED_out_third = 7'b0001000;  
 4'b1011: LED_out_third = 7'b0000011;  
 4'b1100: LED_out_third = 7'b1000110;  
 4'b1101: LED_out_third = 7'b0100001;  
 4'b1110: LED_out_third = 7'b0000110;  
 4'b1111: LED_out_third = 7'b0001110;  
 default: LED_out_third = 7'b1000000;  
 endcase
end
always @(*)
begin
 case(LED_BCD[3])
 4'b0000: LED_out_fourth = 7'b1000000;  
 4'b0001: LED_out_fourth = 7'b1111001;  
 4'b0010: LED_out_fourth = 7'b0100100;  
 4'b0011: LED_out_fourth = 7'b0110000;  
 4'b0100: LED_out_fourth = 7'b0011001;  
 4'b0101: LED_out_fourth = 7'b0010010;  
 4'b0110: LED_out_fourth = 7'b0000010;  
 4'b0111: LED_out_fourth = 7'b1111000;  
 4'b1000: LED_out_fourth = 7'b0000000;  
 4'b1001: LED_out_fourth = 7'b0010000;  
 4'b1010: LED_out_fourth = 7'b0001000;  
 4'b1011: LED_out_fourth = 7'b0000011;  
 4'b1100: LED_out_fourth = 7'b1000110;  
 4'b1101: LED_out_fourth = 7'b0100001;  
 4'b1110: LED_out_fourth = 7'b0000110;  
 4'b1111: LED_out_fourth = 7'b0001110;  
 default: LED_out_fourth = 7'b1000000;  
 endcase
end
endmodule
module top(clk,SCLK,SDA,LED_out_first,LED_out_second);
input clk;
output SCLK;
output [6:0] LED_out_first,LED_out_second;
inout SDA;
wire [7:0] exchange;
result res(.clk(clk),.LED_out_first(LED_out_first),.LED_out_second(LED_out_second), .incoming_data(exchange));
i2c communicate(.clk(clk),.SCLK(SCLK),.SDA(SDA), .DATA_FROM_SENSOR(exchange));
endmodule
==> /design/flow/run.sh <==
#!/bin/bash
# OpenROAD 26Q1-2900-gdf79404cd8, Yosys 0.63+post, stock flow scripts
make -C /OpenROAD-flow-scripts/flow DESIGN_CONFIG=/design/flow/config.mk WORK_HOME=/design/flow/orfs finish
==> /design/flow/config.mk <==
export PLATFORM = sky130hd
export DESIGN_NAME = top
export DESIGN_NICKNAME = top
export VERILOG_FILES = /design/flow/design.v
export SDC_FILE = /design/flow/constraint.sdc
export NUM_CORES = 4
export LEC_CHECK = 1
export CORE_UTILIZATION = 50
==> /design/flow/constraint.sdc <==
current_design top

set clk_period 7.3
set clk_io_pct 0.2

create_clock -name clk0 -period $clk_period [get_ports {clk}]

set non_clock_inputs [all_inputs -no_clocks]
set_input_delay [expr $clk_period * $clk_io_pct] -clock clk0 $non_clock_inputs
set_output_delay [expr $clk_period * $clk_io_pct] -clock clk0 [all_outputs]
==> results.txt <==
Status: aborted with a tool error
Exit stage: 4_1_cts
Tool error: [error] [KeplerFormal.cpp:679] Workflow failed: Iso has multiple drivers: .SDA0, SDA$_DFFE_PP_.Q0
Die Y-Extent: 104 um
Fraction of registers with async set/reset: 0%
Count of unclocked register or latch pins: 47
Yosys stat chip area: 5220 sq um
Clk buf depth: 2
# resized after CTS: 0
H-Tree Depth: 2
Row count: 36
YS warnings: 5
# Cells Yosys: 543
Final HPWL DP: 6.90 mm
Synth Seq Share: 45.1%
GP Congestion: 0.901
Synth Register Bits: 94
Number of synthesized flops with an enable pin: 47
Die X: 104 um
Initial core utilization: 52.5%
PortBufs: 15
Top FF cell, synth: edfxtp_1
Endpoints left unconstrained: 107
Setup bufs post-CTS: 0
Synthesized cell area: 5220 sq um
I/O pins: 17
Mean area per synthesized cell: 9.62 sq um
Hold Buf Count CTS: 0
Pre-CTS setup slack: 4.54 ns
Syn Inst Count: 543
Post-synth cell types: 61
TritonCTS Buffers: 5
Root Buffer: clkbuf_8
-- cells in the mapped netlist, types with 2 or more instances --
master / instances / area [sq um]
mux2_1: 8 / 90.1
nand3b_1: 4 / 30.0
and3_1: 12 / 75.1
nor2b_1: 5 / 31.3
nor4b_1: 2 / 17.5
o21ai_0: 18 / 90.1
edfxtp_1: 47 / 1410
nor3b_1: 3 / 22.5
a22o_1: 2 / 17.5
a31oi_1: 3 / 18.8
o31ai_1: 2 / 15.0
and2_1: 3 / 18.8
a21oi_1: 17 / 85.1
nand2_1: 35 / 131
nand3_1: 23 / 115
mux2i_1: 9 / 90.1
xnor2_1: 37 / 324
nand4_1: 20 / 125
dfxtp_1: 47 / 941
inv_1: 17 / 63.8
buf_2: 5 / 25.0
or3_1: 6 / 37.5
nor3_1: 25 / 125
o21a_1: 2 / 15.0
nand4b_1: 3 / 26.3
clkbuf_1: 19 / 71.3
nor4_4: 2 / 42.5
xor2_1: 24 / 210
ha_1: 16 / 200
or4_4: 3 / 33.8
nor2_1: 71 / 267
or4_1: 7 / 52.6
nor4_1: 17 / 106
a211o_1: 2 / 17.5
-- kinds of logic after synthesis --
kind of cell	count (synthesis)	share of synthesized area, %
muxes	19	4.10
other	1	0.0718
DFF	94	45.1
xor gates and xnor gates	61	10.2
adders and majority gates	16	3.83
buffers and inverters	44	3.52
and+or+nand+nor	251	26.0
AOI/OAI and AO/OA	57	7.24
-- through the flow --
step                instances  instance area, sq um  power [uW]
floorplan                 543                  5220         263
global placement          669                  5460         263
detailed placement        669                  5460         263
Power and IR drop assume default switching activity.
